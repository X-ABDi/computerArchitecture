$ cat ./design.v
module four_bit_multiplier (
    output [7:0] P,    
    input [3:0] A,
    input [3:0] B 
);
    wire [3:0] pp0, pp1, pp2, pp3;
    assign pp0 = A & {4{B[0]}}; 
    assign pp1 = A & {4{B[1]}} << 1; 
    assign pp2 = A & {4{B[2]}} << 2; 
    assign pp3 = A & {4{B[3]}} << 3; 
    assign P = pp0 + pp1 + pp2 + pp3;
endmodule
$ cat ./run.sh
#!/bin/bash
# OpenROAD 26Q1-2900-gdf79404cd8, Yosys 0.63+post, stock flow scripts
make -C /OpenROAD-flow-scripts/flow DESIGN_CONFIG=/design/flow/config.mk WORK_HOME=/design/flow/orfs finish
$ cat ./config.mk
export PLATFORM = sky130hd
export DESIGN_NAME = four_bit_multiplier
export DESIGN_NICKNAME = four_bit_multiplier
export VERILOG_FILES = /design/flow/design.v
export SDC_FILE = /design/flow/constraint.sdc
export NUM_CORES = 4
export LEC_CHECK = 1
export CORE_AREA = 10 10 70 70
export DIE_AREA = 0 0 80 80
$ cat ./constraint.sdc
current_design four_bit_multiplier

set clk_period 2.5
set clk_io_pct 0.2

create_clock -name clk0 -period $clk_period

set non_clock_inputs [all_inputs -no_clocks]
set_input_delay [expr $clk_period * $clk_io_pct] -clock clk0 $non_clock_inputs
set_output_delay [expr $clk_period * $clk_io_pct] -clock clk0 [all_outputs]
==> run_results.csv <==
group,metric,value,unit
power_and_ir_drop,power_density,156.5,mW/mm^2
floorplan,fp_util,0.05971,
setup_path,path_cells,"buf_8, and2_4, fa_1, inv_1, fa_1, inv_2, ha_4, fa_2, buf_2",
setup_path,worstPathMaxFanout,2,
global_route,grt_pass1_vias,195,
floorplan,core,0.003416,sq mm
synthesis,synth-area-yosys,203.9,sq um
power_and_ir_drop,p_int,0.00004019,W
cells_and_area,seq_area,0,sq um
power_and_ir_drop,ir_worst_vdd,0.02301,mV
synthesis,synth_cells,24,
global_route,use_met1,0.01611,
clock_network,hold_buffers,0,
routing,n_antenna_cell,0,
placement,numPortBuffers,14,
run,log.warning_count,35,
routing,vias,192,
placement,place_area,402.9,sq um
synthesis,syn_area,203.9,sq um
synthesis,ys_seq_share,0,
power_and_ir_drop,pwr-share-comb,1.000,
power_and_ir_drop,p_leak,0.1904,nW
min_path,worstHoldPathType,"in -> out",
global_route,grt_util_met2,0.05056,
setup_path,endpoint_kind,"output port",
cells_and_area,final_cell_mix,"clkdlybuf4s50_1 (5), buf_2 (5)",
floorplan,dieArea,0.006400,sq mm
sta,tns,-1192,ps
sta,min_period_over_period,1.238,
outcome,violations,"setup timing",
global_route,use_met3,0,
setup_path,cp.required,2000,ps
global_route,grt_busiest_layer,"met2",
global_route,grt.total_usage,0.02021,
synthesis,ys_warn_count,0,
routing,drtIter0Drc,0,
global_route,antenna_found_initial,0,
floorplan,ios,16,
setup_path,cp.arrival,2590,ps
routing,routed_wl,674,um
cells_and_area,area_delta_synth_final,103.1,%
setup_path,crit_top_cell,"fa_1",
sta,fin_crit,3095,ps
routing,viasPerCell,2.259,
sta,rsz0062_at_grt,"true",
sta,max_freq,323.1,MHz
power_and_ir_drop,power_frac_clock,0,
routing,first_pass_iters,1,
cells_and_area,ff_count,0,
cells_and_area,fill_cells,405,
sta,finalSetupViolCount,3,
run,maxCapViolations,0,
setup_path,critPathSlowestCell,"fa_1",
outcome,outcome,"finished with violations",
routing,ant_nets,0,
cells_and_area,drive_above_1_share,0.4615,
floorplan,die_y,80,um
global_route,grt_start_max_net_pins,5,
synthesis,synth_stat.cells,24,
placement,place.gp.congestion,0.7092,
floorplan,die_w,80,um
placement,post-dp-hpwl,666.8,um
setup_path,crit_path_max_incr_delay,530,ps
synthesis,ys_types,7,
floorplan,num_rows,21,
power_and_ir_drop,seqPwrFrac,0,
cells_and_area,n_clock_buffer,0,
cells_and_area,fin_area,414.1,sq um
synthesis,avgSynthCellArea,8.498,sq um
setup_path,startpoint_type,"input pin",
global_route,grt_pass1_wl,1.014,mm
global_route,grt_remaining_overflow,0,
sta,fin_ws,-594.8,ps
sta,slew_viol_final,0,
power_and_ir_drop,swShare,0.3798,
sta,hold_viol,0,
routing,wl_per_cell,7.929,um
power_and_ir_drop,p_switching,0.00002462,W
setup_path,critPathKind,"in -> out",
routing,drc_errors,0,
[layer usage]
layer | vias to the layer above | part of all wire
met3 | 0 | 0
met4 | 0 | 0
li1 | 96 | -
met1 | 95 | 0.23
met5 | - | 0
met2 | 1 | 0.76
[worst max-delay path, delay by kind of cell]
family	cells	cell delay (ps)
adders and majority gates	4	1680
and+or+nand+nor	1	150
buffers and inverters	4	280
[cells by family after synthesis]
family / synth area share
other cells: 0.01839
buf+inv: 0.1472
simple gates: 0.2577
fa+ha+maj: 0.5767
[timing repair]
| item | in CTS | in global routing |
|---|---|---|
| setup endpoints to repair | 5 | 3 |
| buffers inserted | 1 | 0 |
| pin swaps | 3 | 0 |
| resized | 41 | 0 |
| endpoints found under the hold margin | 0 | 0 |
[cell usage after synthesis]
library cell	number	area [sq um]
and2_1	6	37.54
fa_1	4	80.08
ha_1	3	37.54
conb_1	1	3.750
inv_1	4	15.01
nand2_1	4	15.01
buf_4	2	15.01
[per-stage QoR]
step             power, W  cells  setup WS, ps  hold WS [ps]    util
2_1_floorplan  0.00002126     25        -306.8          1072       -
6_report       0.00006481     85        -594.8          1678  0.1212
3_5_place_dp   0.00007135     84         -1358          1952  0.1179
4_1_cts        0.00006836     85        -606.5          1693  0.1212
3_3_place_gp   0.00006916     84         -1324          1948  0.1179
5_1_grt        0.00007408     85        -633.9          1728  0.1212
[path summary, 6_finish.rpt]
check / start / end / slack, ps / cells past startpoint
worst max-delay path: B[1] / P[4] / -590 / 9
worst min-delay path: A[3] / P[5] / 1680 / 5
[power by group through the flow]
stage                 clock network, W  registers, W  logic [W]
after CTS                            0             0  0.0000684
after global routing                 0             0  0.0000741
final                                0             0  0.0000648
[layout make-up]
type / count / area [sq um] / share of cell area
Multi-Input combinational cell: 19 / 205.2 / 0.4955
Inverter: 4 / 15.01 / 0.03625
Timing Repair Buffer: 16 / 136.4 / 0.3293
Tap cell: 46 / 57.56 / 0.1390
Power and IR drop assume default switching activity.
